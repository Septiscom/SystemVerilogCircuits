### run.sh
#!/bin/bash
# OpenROAD 26Q1-2900-gdf79404cd8, Yosys 0.63+post, stock flow scripts
make -C /OpenROAD-flow-scripts/flow DESIGN_CONFIG=/design/flow/config.mk WORK_HOME=/design/flow/orfs finish
### design.v
module spi_slave #(
    parameter int DATA_WIDTH = 8   
)(
    input  logic                   clk,         
    input  logic                   reset_n,     
    input  logic                   MOSI,        
    input  logic                   SCK,         
    input  logic                   start,       
    output logic [DATA_WIDTH-1:0]  data_out,    
    output logic                   done         
);
    logic [DATA_WIDTH-1:0]         shift_reg;         
    logic [$clog2(DATA_WIDTH)-1:0] bit_cnt;           
    logic                         SCK_r, SCK_rising_edge;  
    logic                         receiving;          
    always_ff @(posedge clk or negedge reset_n) begin
        if (!reset_n) begin
            SCK_r <= 1'b0;
        end else begin
            SCK_r <= SCK;
        end
    end
    assign SCK_rising_edge = ~SCK_r & SCK;
    always_ff @(posedge clk or negedge reset_n) begin
        if (!reset_n) begin
            shift_reg <= '0;
            bit_cnt   <= '0;
            data_out  <= '0;
            done      <= 1'b0;
            receiving <= 1'b0;
        end else begin
            if (start && !receiving) begin
                receiving <= 1'b1;
                bit_cnt   <= DATA_WIDTH[$clog2(DATA_WIDTH)-1:0] - 1;
                done      <= 1'b0;
            end else if (receiving) begin
                if (SCK_rising_edge) begin
                    shift_reg[bit_cnt] <= MOSI;
                    if (bit_cnt == 0) begin
                        data_out  <= shift_reg;
                        done      <= 1'b1;
                        receiving <= 1'b0;
                    end else begin
                        bit_cnt <= bit_cnt - 1;
                    end
                end
            end else begin
                done <= 1'b0;
            end
        end
    end
endmodule
### config.mk
export PLATFORM = sky130hd
export DESIGN_NAME = spi_slave
export DESIGN_NICKNAME = spi_slave
export VERILOG_FILES = /design/flow/design.v
export SDC_FILE = /design/flow/constraint.sdc
export NUM_CORES = 4
export LEC_CHECK = 1
export CORE_AREA = 10 10 85 85
export DIE_AREA = 0 0 95 95
### constraint.sdc
current_design spi_slave

set clk_period 3.5
set clk_io_pct 0.2

create_clock -name clk0 -period $clk_period [get_ports {clk}]

set non_clock_inputs [all_inputs -no_clocks]
set_input_delay [expr $clk_period * $clk_io_pct] -clock clk0 $non_clock_inputs
set_output_delay [expr $clk_period * $clk_io_pct] -clock clk0 [all_outputs]
==> design notes <==
Clock latency reported for the late side of the worst-skew pair: 0.26 ns. The tools report the count of H-tree levels built during CTS as 1. The OpenROAD report gives the critical path a data arrival time of 2.31 ns.

The initial antenna violation count was 0. The gate count of the mapped netlist was 78; the largest vdd supply drop was 0.000141 V. Yosys stat counts 78 cells in the synthesized netlist.

Category of the critical setup timing path: register to register. With the total wire length at 1780 microns, the final-report max-slew violation count is 0. For the final worst slack, the log shows 1.33 ns. The run gives 1030 sq um as the synthesis area per yosys. Hold repair after CTS inserted 0 buffers. The number of synthesis warnings is 1, and the maximum number of buffers from clock root to sink is 2. The combinational cell fraction of total power is 0.342.

The logs give 22 for the sink count of the clock tree and 630 for the vias after detailed routing. Per the TritonCTS log, the buffer count is 3. The total negative slack for setup checks was 0 ns; the register bit total from synthesis was 22. Per the gpl log, the routability congestion estimate is 0.790. The first global-routing pass estimated 2950 microns of wire. Looking at the post-CTS report, the setup buffer insertion count equals 0. The power report puts the net switching power at 0.251 mW. Setup repair after global routing left no endpoint under its margin. The share of the synthesized area in the top cell type came out at 0.535. After routing the design area is 1280 sq um. The run gives 0.716 for the worst slew margin relative to its limit. The shortest period the worst path allows was 2.17 ns.

In this run the count of I/O pins placed on the die edge is 14. The cell area after synthesis is 1030 sq um. The run gives 27 as the placement row count. Looking at area per cell type in the netlist, the leader is dfrtp_1. The first detailed-routing pass ran for 4 iterations.

Max-cap violations in this run came to 0. The part of the Yosys area used for sequential elements was 0.535. The run finished with clean final reports. Counting distinct cell types in the post-synthesis netlist gives 28.

Excluding fillers, the count of instances in the completed layout stands at 164. Per the timing report, the achievable frequency comes out to 0.461 GHz. The placed instances occupy a cell area of 1240 sq um. The initial detailed-routing violation count came out at 31. The vertical die dimension reported for this design is 95 microns. The final timing report lists a hold violation count of 0. The count of instances resized after the clock tree is built came out at 0. The routed length per placed instance was 10.8 microns; the DRC violations left was 0.

The fraction of power spent switching nets is 0.292, and the worst setup slack before clock tree synthesis is 1.25 ns. The tools report the endpoint kind of the worst setup timing path as a register. For reference, the top cells by count after synthesis are dfrtp_1, mux2_2, inv_1.

With the mean post-synth cell area at 13.2 sq um, the overall track demand over capacity in global routing is 0.0409. The post-synth tally of flip-flops with integrated enable is 0, and the area of the chip is 9030 sq um. The script extracted a total leakage power of 0.562 nW. Port buffering added 13 buffers. The run gives 27 for the OpenROAD warning count. Via count of the first global-routing pass: 595. The overall overflow remaining after global route was 0; the core outline area was 5470 sq um.

The ratio of final minimum period to clock period is 0.619. With the worst hold-check slack at 0.503 ns, the proportion of power drawn by flip-flops and latches is 0.485. Dividing the detail-routed via count by the number of cells gives 3.84. The worst setup path is launched from a register. The maximum number of pins on one net before global-route repair is 23, and the transition time at the pin with the least slew margin is 0.427 ns. TritonCTS built the clock tree.

Setup violations remaining at the end of the flow were counted as 0. The placed cell count is 161. The count of nets left with antenna violations once routing finished came out at 0. The final clock skew was 0.00170 ns; the number of antenna repair diodes was 0.

Max fanout on the critical path was recorded as 12. Between the synthesized netlist and the finished layout, the area growth was recorded as 24.2%. Looking at the cell usage after synthesis, the top flip-flop cell is dfrtp_1. STA puts the critical path data required time at 3.65 ns. The path class of the tightest hold or removal check is register to register. With the layout cell share with drive strength beyond 1 at 0.228, the part of the total power dissipated in the clock network is 0.173. From left edge to right edge, the die measures 95 microns.

The clock-pin transition on the worst setup and hold timing paths is 0.07 ns. By area the synthesized netlist is led by dfrtp_1, mux2_2, ha_1. For this run the top cell type by instance count after synthesis was dfrtp_1. For the half-perimeter wire length after detailed placement, the log shows 1360 microns. The power per unit of standard cell area was 673 nW/um^2. The logs give 0.188 for the starting density of the core and 0.609 mW for the cell-internal power. The fraction of registers with async set/reset works out to 1.00. The clock tree root driver cell is clkbuf_8.
-- metrics by stage --
step | utilization | power, mW
3_3_place_gp | 0.226 | 0.717
5_1_grt | 0.234 | 0.927
2_1_floorplan | - | 0.598
3_5_place_dp | 0.226 | 0.724
6_report | 0.234 | 0.860
4_1_cts | 0.234 | 0.876
-- per-layer routing --
metal / vias to the layer above / wire length [microns] / global-route usage
li1: 310 / - / -
met1: 302 / 779 / 0.0521
met4: 0 / 44 / 0.00998
met3: 5 / 135 / 0.0168
met2: 13 / 818 / 0.0635
met5: - / 0 / 0
-- power by group through the flow --
| stage | clock network, mW | logic, mW | registers (mW) |
|---|---|---|---|
| after CTS | 0.155 | 0.302 | 0.420 |
| final | 0.149 | 0.294 | 0.418 |
| after global routing | 0.165 | 0.329 | 0.432 |
-- worst paths after layout --
kind,slack [ns],cells after the start,from,endpoint
max,1.33,6,bit_cnt[0]$_DFFE_PN0P_,shift_reg[6]$_DFFE_PN0P_
min,0.50,1,data_out[3]$_DFFE_PN0P_,data_out[3]$_DFFE_PN0P_
max reg2reg,1.33,6,bit_cnt[0]$_DFFE_PN0P_,shift_reg[6]$_DFFE_PN0P_
min reg2reg,0.50,1,data_out[3]$_DFFE_PN0P_,data_out[3]$_DFFE_PN0P_
max in group asynchronous,2.50,2,reset_n,done$_DFFE_PN0P_
min in group asynchronous,0.79,2,reset_n,data_out[0]$_DFFE_PN0P_
-- layout make-up --
cell class,count,area [sq um]
Clock buffer,3,41.3
Fill cell,578,4190
Inverter,5,18.8
Multi-Input combinational cell,48,440
Sequential cell,22,551
Tap cell,72,90.1
Timing Repair Buffer,14,138
-- logic make-up (layout without fill, tap and decap cells) --
logic type      count (synthesis)  count (layout)  synth area share
compound gates                 11              11            0.0778
fa+ha+maj                       4               4            0.0486
buf+inv                         8              22            0.0377
flops                          22              22             0.535
mux                            13              13             0.146
simple gates                   20              20             0.156
-- worst max-delay path: stages (launching register included) --
cell and delay, ns:
dfrtp_1 0.55, inv_1 0.08, ha_1 0.21, ha_1 0.33, and4bb_4 0.36, and4bb_1 0.23, mux2_4 0.30
-- cells in the final DEF (no fill, tap or decap), types with 4 or more instances in the layout --
cell and instances:
dfrtp_1 22, mux2_2 11, inv_1 5, nand2_1 4
clkdlybuf4s50_1 13, ha_1 4, nand3_1 4
Power figures rest on the tool's default switching activity, not on a simulated workload.
